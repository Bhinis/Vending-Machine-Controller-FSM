==> design.v <==
module top (
    input wire clk,         
    input wire reset_btn,   
    input wire sw0,          
    input wire sw1,          
    input wire sw2,          
    input wire sw3,          
    input wire sw4,          
    output wire led0,        
    output wire led1         
);
    wire dispense_sig;
    wire change_sig;
    wire reset = reset_btn;
    vending_machine_fsm uut (
        .clk(clk),
        .reset(reset),
        .coin_5(sw0),
        .coin_10(sw1),
        .select_1(sw2),
        .select_2(sw3),
        .select_3(sw4),
        .dispense(dispense_sig),
        .change(change_sig)
    );
    assign led0 = dispense_sig;
    assign led1 = change_sig;
endmodule
module vending_machine_fsm (
    input wire clk,
    input wire reset,
    input wire coin_5,
    input wire coin_10,
    input wire select_1,   
    input wire select_2,   
    input wire select_3,   
    output reg dispense,
    output reg change
);
    typedef enum reg [2:0] {
        IDLE = 3'b000,
        WAIT_COIN = 3'b001,
        CHECK_BALANCE = 3'b010,
        DISPENSE = 3'b011,
        RETURN_CHANGE = 3'b100
    } state_t;
    state_t current_state, next_state;
    always @(posedge clk or posedge reset) begin
        if (reset)
            current_state <= IDLE;
        else
            current_state <= next_state;
    end
    always @(*) begin
        case (current_state)
            IDLE: begin
                next_state = WAIT_COIN;
            end
            WAIT_COIN: begin
                if (coin_5 || coin_10)
                    next_state = CHECK_BALANCE;
                else
                    next_state = WAIT_COIN;
            end
            CHECK_BALANCE: begin
                next_state = DISPENSE;
            end
            DISPENSE: begin
                next_state = RETURN_CHANGE;
            end
            RETURN_CHANGE: begin
                next_state = IDLE;
            end
            default: next_state = IDLE;
        endcase
    end
    always @(posedge clk or posedge reset) begin
        if (reset) begin
            dispense <= 0;
            change <= 0;
        end else begin
            case (current_state)
                DISPENSE: dispense <= 1;
                RETURN_CHANGE: change <= 1;
                default: begin
                    dispense <= 0;
                    change <= 0;
                end
            endcase
        end
    end
endmodule
==> run.sh <==
#!/bin/bash
# OpenROAD 26Q1-2900-gdf79404cd8, Yosys 0.63+post, stock flow scripts
make -C /OpenROAD-flow-scripts/flow DESIGN_CONFIG=/design/flow/config.mk WORK_HOME=/design/flow/orfs finish
==> config.mk <==
export PLATFORM = sky130hd
export DESIGN_NAME = top
export DESIGN_NICKNAME = top
export VERILOG_FILES = /design/flow/design.v
export SDC_FILE = /design/flow/constraint.sdc
export NUM_CORES = 4
export LEC_CHECK = 1
export CORE_AREA = 10 10 70 70
export DIE_AREA = 0 0 80 80
==> constraint.sdc <==
current_design top

set clk_period 1.0
set clk_io_pct 0.2

create_clock -name clk0 -period $clk_period [get_ports {clk}]

set non_clock_inputs [all_inputs -no_clocks]
set_input_delay [expr $clk_period * $clk_io_pct] -clock clk0 $non_clock_inputs
set_output_delay [expr $clk_period * $clk_io_pct] -clock clk0 [all_outputs]
==> run_results.csv <==
group,metric,value,unit
run_status,status,"completed",
power,power_density,1600,mW/mm²
worst_hold_path,worstHoldPathType,"primary input to async pin",
clock_tree,clkSlewWorstSetupHoldPaths,0.05,ns
final_timing,fmax,1070,MHz
worst_setup_path,cp-start-kind,"register",
final_timing,setup_viol,0,
worst_setup_path,path_delay_family,"flip-flops",
final_timing,post-route-worst-setup-slack,0.0651,ns
floorplan,initCoreUtil,6.45,%
placed_design,dp_slack,-0.0247,ns
power,peakVddDrop,0.000645,V
clock_tree,clkLatencyLatePin,0.25,ns
layout,finish.utilization,10.1,%
worst_setup_path,r2r_slack,0.16,ns
floorplan,die_y,80,µm
layout,syn2layout_area_growth,56.3,%
placed_design,place_inst,64,
logic_synthesis,ys_chip_area,220,µm²
worst_setup_path,worstPathMaxFanout,2,
final_timing,fin_crit,0.935,ns
placed_design,place_congestion,0.612,
final_timing,final.period_utilization,93.5,%
worst_setup_path,end_kind,"output pin",
clock_tree,cts-root-buf,"clkbuf_4",
floorplan,num_rows,21,
logic_synthesis,yosys.stat.seqShare,80.1,%
drt,vias,126,
logic_synthesis,synth_top_area_share,68.2,%
clock_tree,cts_tree,"done",
clock_tree,clockBufferDepth,2,
floorplan,die_x,80,µm
clock_tree,cts_buffers,3,
worst_setup_path,cp_slowest_cell,"dfrtp_1",
power,p_leak,0.167,nW
final_timing,finalHoldViolations,0,
placed_design,placed_cell_area,328,µm²
layout,design_area,344,µm²
drt,drt_iter0_markers,0,
logic_synthesis,synthTopCellsByArea,"dfrtp_1, dfstp_2, mux2_1, a21o_1, nor2b_1",
drt,routed_wl,398,µm
grt,track_usage,1.46,%
logic_synthesis,synth_flops,7,
logic_synthesis,syn_area_per_cell,16.9,µm²
drt,first_pass_iters,1,
logic_synthesis,synthCells,13,
worst_setup_path,crit_chain,"buf_2",
drt,vias_per_cell,1.85,
worst_setup_path,r2r_cells,1,
worst_setup_path,crit_buf_inv,1,
grt,grt_max_degree,8,
placed_design,portBuffers,5,
floorplan,io_pins,9,
drt,drcViolationCount,0,
job,cap_violations,0,
grt,grt_pass1_vias,150,
job,tool_warnings,28,
worst_setup_path,path_class,"register to output pin",
logic_synthesis,syn_area,220,µm²
layout,lay_top_count,"dfrtp_1",
final_timing,relSlewSlack,83.8,%
logic_synthesis,ys_warn_count,1,
final_timing,finalMaxSlewViolations,0,
layout,final_cells,68,
worst_setup_path,worstPathArrival,0.73,ns
logic_synthesis,ys_cells,13,
drt,antenna_cells,0,
worst_setup_path,required,0.80,ns
logic_synthesis,post-synth-top-area-cell,"dfrtp_1",
final_timing,rsz0062_at_grt,"false",
worst_setup_path,rr_startpoint,"uut.current_state[1]$_DFF_PP0_",
clock_tree,h-tree-depth,1,
final_timing,worst_slew_pin_slew,0.243,ns
layout,fill_cells,402,
worst_setup_path,path_depth,1,
floorplan,die_area,0.00640,mm²
drt,ant_nets,0,
grt,grt_overflow,0,
final_timing,fin_worst_skew,0.000236,ns
worst_setup_path,critPathMaxStageDelay,0.36,ns
grt,antenna_found_initial,0,
worst_setup_path,rr_endpoint,"uut.dispense$_DFFE_PP0N_",
drt,wl_per_cell,5.85,µm
layout,final_cell_mix,"dfrtp_1, clkbuf_4, clkdlybuf4s50_1, mux2_1, buf_2",
floorplan,coreArea,0.00342,mm²
clock_tree,post_cts_buffers,0,
layout,final_layout_size_suffix_gt1_share,27.3,%
logic_synthesis,synth_cell_types,7,
clock_tree,cts_hold_buf,0,
clock_tree,cts_sinks,7,
grt,grt_pass1_wl,669,µm
## what timing repair did
action,in CTS,in global routing
gates resized,8,0
setup endpoints to repair,2,0
hold endpoints to repair,0,0
## how the worst max path moves through the flow
| stage | startpoint | endpoint | slack, ns |
|---|---|---|---|
| global route | uut.change$_DFFE_PP0N_ | led1 | 0.0006 |
| CTS | uut.change$_DFFE_PP0N_ | led1 | 0.05 |
| finish | uut.change$_DFFE_PP0N_ | led1 | 0.07 |
## state kept, by name, summed over array words and instances, names as in the netlist
register           count
uut.change             1
uut.current_state      5
uut.dispense           1
## metal layers
metal | global-route usage, % | wire length (µm) | share of wire (%)
met1 | 1.75 | 217 | 55
met2 | 1.44 | 110 | 28
met3 | 1.93 | 70 | 18
met4 | 0.352 | 0 | 0
met5 | 0 | 0 | 0
## report_power, final
group	leakage [nW]	internal [W]	total [W]	switching (W)
logic	0.0575	0.0000109	0.0000182	0.00000730
clock network	0.0150	0.000152	0.000247	0.0000950
registers	0.0942	0.000284	0.000284	0
## stage by stage
stage          hold slack [ns]  power [W]  TNS (ns)
2_1_floorplan          0.00267   0.000294         0
3_3_place_gp             0.333   0.000306   -0.0373
3_5_place_dp             0.336   0.000307   -0.0416
4_1_cts                  0.168   0.000565         0
5_1_grt                  0.176   0.000603         0
6_report                 0.177   0.000549         0
## synthesized netlist by cell type
library cell / number
a21o_1: 1
dfrtp_1: 6
dfstp_2: 1
inv_1: 1
mux2_1: 2
nor2_1: 1
nor2b_1: 1
## cells by family (layout without fill, tap and decap cells)
family | Yosys count | in the layout | synth area share [%]
flops | 7 | 7 | 80.1
compound gates | 1 | 1 | 3.41
mux | 2 | 2 | 10.2
buf+inv | 1 | 10 | 1.70
simple gates | 2 | 2 | 4.55
## final cells by class
cell class	instances	area, µm²	share of cell area [%]
Sequential cell	7	176	51.3
Tap cell	46	57.6	16.7
Multi-Input combinational cell	5	40.0	11.6
Timing Repair Buffer	5	40.0	11.6
Clock buffer	4	26.3	7.64
Inverter	1	3.75	1.09
Power is estimated from default activity; no workload was simulated.
