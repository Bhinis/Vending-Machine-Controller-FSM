==> flow/design.v <==
module coin_counter (
    input wire clk,
    input wire reset,            
    input wire coin_5,
    input wire coin_10,
    input wire clear_balance,     
    output reg [7:0] balance      
);
    always @(posedge clk) begin
        if (reset)
            balance <= 0;
        else if (clear_balance)
            balance <= 0;
        else begin
            if (coin_5)
                balance <= balance + 8'd5;
            else if (coin_10)
                balance <= balance + 8'd10;
        end
    end
endmodule
==> flow/run.sh <==
#!/bin/bash
# OpenROAD 26Q1-2900-gdf79404cd8, Yosys 0.63+post, stock flow scripts
make -C /OpenROAD-flow-scripts/flow DESIGN_CONFIG=/design/flow/config.mk WORK_HOME=/design/flow/orfs finish
==> flow/config.mk <==
export PLATFORM = sky130hd
export DESIGN_NAME = coin_counter
export DESIGN_NICKNAME = coin_counter
export VERILOG_FILES = /design/flow/design.v
export SDC_FILE = /design/flow/constraint.sdc
export NUM_CORES = 4
export LEC_CHECK = 1
export CORE_AREA = 10 10 74 74
export DIE_AREA = 0 0 84 84
==> flow/constraint.sdc <==
current_design coin_counter

set clk_period 1.5
set clk_io_pct 0.2

create_clock -name clk0 -period $clk_period [get_ports {clk}]

set non_clock_inputs [all_inputs -no_clocks]
set_input_delay [expr $clk_period * $clk_io_pct] -clock clk0 $non_clock_inputs
set_output_delay [expr $clk_period * $clk_io_pct] -clock clk0 [all_outputs]
==> results.json <==
{
  "status": "complete, no violations",
  "floorplan.core_util": 0.1273,
  "min_path_type": "flop to flop",
  "clockRootBuffer": "clkbuf_8",
  "arrival_ps": 1150,
  "combPwrFrac": 0.165,
  "yosysWarnings": 1,
  "peakVddDrop_mv": 0.6294,
  "placed_area_um2": 735.7,
  "top_cell_area_share": 0.3168,
  "dp_hpwl_um": 1018,
  "io_buffers": 12,
  "largestRegisters": "balance (8)",
  "clockBufferDepth": 2,
  "design_area_um2": 788.3,
  "end_kind": "output pin",
  "finalMaxSlewViolations": 0,
  "internal_power_mw": 0.4478,
  "ys_async_sr_fraction": 0,
  "cellPowerDensity_nw_per_um2": 732.7,
  "swShare": 0.2246,
  "yosys-top-cells-count": "9 x nor2_1, 8 x dfxtp_1, 5 x xnor2_1",
  "tool_warnings": 26,
  "yosysUniqueCellTypes": 26,
  "ys_cells": 59,
  "min_period_ps": 1447,
  "insertion_delay_ps": 230,
  "setup_viol": 0,
  "tightestPinTransition_ps": 355.4,
  "cts_tree": "yes",
  "wl_per_cell_um": 9.377,
  "syn-instance-count": 59,
  "ys_seq_elements": 8,
  "h-tree-depth": 1,
  "grt_pass1_wl_um": 2325,
  "setup_tns_ps": 0,
  "path_clk_slew_ps": 40,
  "syn_avg_cell_area_um2": 8.568,
  "fin_worst_skew_ps": 0.1769,
  "die_w_um": 84,
  "critPathMaxStageDelay_ps": 480,
  "cp.required_ps": 1200,
  "die-area_um2": 7056,
  "grt_overflow": 0,
  "fp.dieH_um": 84,
  "grt_antenna_before_repair": 0,
  "vias": 476,
  "std_cell_rows": 23,
  "top_cells_by_area": "dfxtp_1 32%, xnor2_1 8.7%, ha_1 7.4%",
  "synth_top_cell_by_count": "nor2_1",
  "drt-initial-drc-count": 7,
  "grt_max_degree": 9,
  "clockPowerShare": 0.443,
  "nFillCells": 449,
  "path_class": "flop to output pin",
  "drive_gt1_frac": 0.2500,
  "slew_headroom": 0.7630,
  "rsz0062_at_grt": "no",
  "postSynthSeqShare": 0.3168,
  "ios": 13,
  "place_congestion": 0.8220,
  "syn_to_final_growth_pct": 55.94,
  "drt_drc_violations_left": 0,
  "clock.fmax_mhz": 691.0,
  "largest_register": "balance",
  "wl_um": 1219,
  "p_seq_frac": 0.393,
  "first_pass_iters": 4,
  "synthesis.area_um2": 505.5,
  "synth_area_leader_cell": "dfxtp_1",
  "grtUsageTotal": 0.03827,
  "ff_type": "dfxtp_1",
  "synth-area-yosys_um2": 505.5,
  "ant_nets": 0,
  "diodes": 0,
  "grt_pass1_vias": 502,
  "viasPerCell": 3.662,
  "cts_made_buffers": 3,
  "largest_reg_flops": 8,
  "hold_violations": 0,
  "p_leak_nw": 0.2824,
  "cts_num_sinks": 8,
  "cp-start-kind": "flop",
  "critPathSlowestCell": "clkdlybuf4s50_1",
  "power_switching_mw": 0.1297,
  "cts_hold_buffers": 0,
  "core_area_um2": 3971,
  "synth-edff-count": 0,
  "cap_violations": 0,
  "worstPathMaxFanout": 7,
  "fin_util": 0.1985,
  "crit_chain": "buf_6 -> clkdlybuf4s50_1",
  "period_used_share": 0.9648
}
## cell families after synthesis
group / Yosys count / share of synthesized area
flops: 8 / 0.3168
xor+xnor: 5 / 0.08663
simple gates: 19 / 0.1758
mux: 1 / 0.01980
compound gates: 17 / 0.2649
buf+inv: 6 / 0.06186
fa+ha+maj: 3 / 0.07427
## power by group through the flow
stage | Sequential [mW] | Combinational [mW] | Clock [mW]
finish | 0.227 | 0.0951 | 0.256
global route | 0.228 | 0.108 | 0.287
CTS | 0.226 | 0.0958 | 0.264
## metal layers
metal | track usage | routed length [um] | vias up
li1 | - | - | 257
met4 | 0.001522 | 0 | 0
met1 | 0.05140 | 617 | 208
met3 | 0.01772 | 87 | 0
met5 | 0 | 0 | -
met2 | 0.05714 | 514 | 11
## path summary, 6_finish.rpt
kind	startpoint	endpoint	slack (ps)	cells past startpoint
setup / recovery	balance[2]$_SDFFE_PP0N_	balance[2]	50	2
hold / removal	balance[7]$_SDFFE_PP0N_	balance[7]$_SDFFE_PP0N_	520	2
setup reg to reg	balance[1]$_SDFFE_PP0N_	balance[6]$_SDFFE_PP0N_	150	5
hold reg to reg	balance[7]$_SDFFE_PP0N_	balance[7]$_SDFFE_PP0N_	520	2
## per-stage QoR
stage / power [mW] / worst slack (ps) / hold slack [ps] / instances
floorplan: 0.2768 / 180.2 / 463.1 / 59
global placement: 0.3239 / -145.3 / 512.6 / 127
detailed placement: 0.3246 / -192.4 / 519.5 / 127
CTS: 0.5858 / 7.103 / 533.6 / 130
global route: 0.6224 / 4.242 / 587.8 / 130
finish: 0.5775 / 52.82 / 524.9 / 130
## layout make-up
| class | count | area [um^2] | share of cell area |
|---|---|---|---|
| multi-input cells | 45 | 314.1 | 0.3984 |
| repair buffers | 21 | 193.9 | 0.2460 |
| flip-flops and latches | 8 | 165.2 | 0.2095 |
| well taps | 50 | 62.56 | 0.07937 |
| clock buffers | 3 | 41.29 | 0.05238 |
| inverters | 3 | 11.26 | 0.01429 |
## worst max-delay path: cells and delay by family (launching register included)
family   cells  cell delay, ps
flops        1             320
buf+inv      2             600
## layout by cell type, fill, tap and decap left out, drive strengths merged, types with 2 or more instances in the layout
master         netlist  layout
nor2                 9       9
o21a                 2       2
ha                   3       3
clkbuf               1       3
o31a                 2       2
a21oi                4       4
a221oi               2       2
clkdlybuf4s50        0      11
o21ai                2       2
xnor2                5       5
buf                  2       9
nand2                4       4
dfxtp                8       8
inv                  3       3
nand2b               3       3
## what timing repair did
item                       in CTS  in global routing
hold endpoints to repair        0                  0
setup endpoints to repair       1                  5
gates resized                   1                  5
cloned                          0                  0
buffers inserted                0                  0
Power is estimated from default activity; no workload was simulated.
